==> /design/flow/config.mk <==
export PLATFORM = sky130hd
export DESIGN_NAME = filtro_fir
export DESIGN_NICKNAME = filtro_fir
export VERILOG_FILES = /design/flow/design.v
export SDC_FILE = /design/flow/constraint.sdc
export NUM_CORES = 4
export LEC_CHECK = 1
export CORE_UTILIZATION = 30
==> /design/flow/constraint.sdc <==
current_design filtro_fir

set clk_period 8.0
set clk_io_pct 0.2

create_clock -name clk0 -period $clk_period [get_ports {clk}]

set non_clock_inputs [all_inputs -no_clocks]
set_input_delay [expr $clk_period * $clk_io_pct] -clock clk0 $non_clock_inputs
set_output_delay [expr $clk_period * $clk_io_pct] -clock clk0 [all_outputs]
==> /design/flow/design.v <==
module SatTruncFP
    #(
     parameter NB_XI = 20,
     parameter NBF_XI = 12,
     parameter NB_XO = 8,
     parameter NBF_XO = 6
    )
    (
        input [(NB_XI)-1:0]  i_data,
        output [(NB_XO)-1:0] o_data
    );
localparam NBI_XI = NB_XI - NBF_XI;
localparam NBI_XO = NB_XO - NBF_XO;
wire [NB_XO-1:0] aux_Sat;
wire [NBF_XO-1:0] aux_trunc;
wire condicion;
wire [NB_XO-1:0] resultado1;
wire [NB_XO-1:0] resultado2;
generate
    if (NBF_XI >= NBF_XO) begin
        assign aux_trunc = i_data[(NBF_XI-1):(NBF_XI - NBF_XO)];
    end else begin
        assign aux_trunc = {i_data[NBF_XI-1:0],{(NBF_XO - NBF_XI){1'b0}}};
    end
    if (NBI_XI > NBI_XO) begin
        assign condicion  = (i_data[(NB_XI-2)-:(NBI_XI-NBI_XO)] == {(NBI_XI-NBI_XO){i_data[NB_XI-1]}});
        assign resultado1 = {i_data[(NB_XI-1)],{(NB_XO-1){~i_data[(NB_XI-1)]}}};
        assign resultado2 = {i_data[(NB_XI-1)],i_data[NBF_XI +:NBI_XO-1],aux_trunc};
        assign aux_Sat    = (condicion) ? resultado2 : resultado1;
    end else begin
        if (NBI_XO == NBI_XI)
            assign aux_Sat = {i_data[(NB_XI-1)-:NBI_XI],aux_trunc};
        else
            assign aux_Sat = {{(NBI_XO - NBI_XI){i_data[NB_XI-1]}},i_data[(NB_XI-1)-:NBI_XI],aux_trunc};
    end
endgenerate
assign o_data=aux_Sat;
endmodule
module filtro_fir
#(
    parameter WW_INPUT  = 8,
    parameter WW_OUTPUT = 8
)
(
    input  clk,
    input  i_en,
    input  i_srst,
    input signed [ WW_INPUT-1:0]  i_data,
    output signed [WW_OUTPUT-1:0] o_data
);
localparam WW_COEFF = 8;
reg  signed [WW_INPUT           -1:0] register [14:1];
wire signed [         WW_COEFF  -1:0] coeff    [14:0];
wire signed [WW_INPUT+WW_COEFF  -1:0] prod     [14:0];
wire signed [WW_INPUT+WW_COEFF+1-1:0] sum      [8:1] ;
wire signed [WW_INPUT+WW_COEFF+2-1:0] sum1     [4:1] ;
wire signed [WW_INPUT+WW_COEFF+3-1:0] sum2     [2:1] ;
wire signed [WW_INPUT+WW_COEFF+4-1:0] sum3           ;
reg  signed [WW_INPUT+WW_COEFF  -1:0] prod_d   [14:0];
reg  signed [WW_INPUT+WW_COEFF+4-1:0] sum3_d         ;
reg  signed [WW_INPUT+WW_COEFF+1-1:0] sum_d    [8:1] ;
assign coeff[ 0] = 8'hFF;
assign coeff[ 1] = 8'hFF;
assign coeff[ 2] = 8'hFF;
assign coeff[ 3] = 8'h00;
assign coeff[ 4] = 8'h03;
assign coeff[ 5] = 8'h08;
assign coeff[ 6] = 8'h0D;
assign coeff[ 7] = 8'h10;
assign coeff[ 8] = 8'h0D;
assign coeff[ 9] = 8'h08;
assign coeff[10] = 8'h03;
assign coeff[11] = 8'h00;
assign coeff[12] = 8'hFF;
assign coeff[13] = 8'hFF;
assign coeff[14] = 8'hFF;
integer i;
always @(posedge clk) begin
    if (i_srst == 1'b1) begin
        for (i=0; i<=14; i=i+1)
            register[i] <= {WW_INPUT{1'b0}};
    end else begin
      if (i_en == 1'b1) begin
        register[ 1] <= i_data;
        for (i=1; i<=13; i=i+1) 
            register[i+1] <= register[i];
      end
    end
  end
assign prod[0] = coeff[0] * i_data;
genvar j;
generate
for (j=1; j<=14; j=j+1) begin
    assign prod[j] = coeff[j] * register[j];
end
endgenerate
always@(posedge clk) begin
    for (i=0; i<=14; i=i+1)
        prod_d[i] <= prod[i];
end
assign sum[1] = prod_d[0] + prod_d[1]; 
assign sum[2] = prod_d[2] + prod_d[3];
assign sum[3] = prod_d[4] + prod_d[5];
assign sum[4] = prod_d[6] + prod_d[7];
assign sum[5] = prod_d[8] + prod_d[9];
assign sum[6] = prod_d[10] + prod_d[11];
assign sum[7] = prod_d[12] + prod_d[13];
assign sum[8] = {prod_d[14][WW_INPUT+WW_COEFF-1],prod_d[14]};
always@(posedge clk) begin
    for(i=1; i<=8; i=i+1) begin
        sum_d[i] <= sum[i];
    end
end
assign sum1[1] = sum_d[1] + sum_d[2]; 
assign sum1[2] = sum_d[3] + sum_d[4];
assign sum1[3] = sum_d[5] + sum_d[6];
assign sum1[4] = sum_d[7] + sum_d[8];
assign sum2[1] = sum1[1] + sum1[2]; 
assign sum2[2] = sum1[3] + sum1[4];
assign sum3 = sum2[1] + sum2[2]; 
always@(posedge clk)
    sum3_d <= sum3;
SatTruncFP
    inst_SatTruncFP_dataB
    (
        .i_data(sum3_d),
        .o_data(o_data)
    );
endmodule 
==> /design/flow/run.sh <==
#!/bin/bash
# OpenROAD 26Q1-2900-gdf79404cd8, Yosys 0.63+post, stock flow scripts
make -C /OpenROAD-flow-scripts/flow DESIGN_CONFIG=/design/flow/config.mk WORK_HOME=/design/flow/orfs finish
==> flow.log <==
[flow] final metrics
INFO  metric status = finished clean
INFO  metric routedWlPerCell = ~13 um
INFO  metric final_period_minus_worst_setup_slack = ~4400 ps
INFO  metric startpoint_type = register
INFO  metric area.growth.synth_to_final = 12.9%
INFO  metric crit_type = register to register
INFO  metric total_via_count_in_the_routed_design = roughly 12000
INFO  metric cts.root.buffer_cell = sky130_fd_sc_hd__clkbuf_16
INFO  metric simple_gate_area_share = 7.76%
INFO  metric max_freq = ~230 MHz
INFO  metric reg2reg_from = sum_d[1][5]$_DFF_P_
INFO  metric critical_path_required = approximately 8400 ps
INFO  metric switching_share = between 20% and 30%
INFO  metric cts_hold_repair.buffers = 0
INFO  metric tritoncts.num_buffers = ~43
INFO  metric timing.critical_path.arrival = 4810 ps
INFO  metric met3_length = approximately 1.9 mm
INFO  metric synth.lib_cells_used.distinct = around 63
INFO  metric timing.rr.end = sum3_d[12]$_DFF_P_
INFO  metric post_synth_inst_count = about 1900
INFO  metric dominantRegCellSynth = sky130_fd_sc_hd__dfxtp_1
INFO  metric post_synth.cell_area_avg = 10.3 um^2
INFO  metric power.internal = ~3.8 mW
INFO  metric nFillCells = between 6000 and 7000
INFO  metric antenna_violating_nets_post_route = 0
INFO  metric reg2reg_depth = 15
INFO  metric xor_xnor_share_of_the_synthesized_area = about 5.3%
INFO  metric final_worst_setup_slack = about 3600 ps
INFO  metric drc = 0
INFO  metric grt_antenna_before_repair = 3
INFO  metric finalPower = about 5.3 mW
INFO  metric ys_seq_elements = between 400 and 500
INFO  metric synthArstFlopShare = 0%
INFO  metric timing.critical_path.to_type = register
INFO  metric finalMaxSlewViolations = 0
INFO  metric ys_area = slightly below 20000 um^2
INFO  metric clock.latency.late_pin = about 550 ps
INFO  metric timing.final.crit_share = 54.8%
INFO  metric first_global_vias = about 12000
INFO  metric p_seq_share = 42.3%
INFO  metric worstHoldPathType = register to register
INFO  metric synth.mux.area_fraction = between 5 and 6%
INFO  metric synth.yosys.warnings = 4
INFO  metric core_area = ~63000 um^2
INFO  metric fin_tns_setup = 0 ps
INFO  metric drive_gt1_share = 4.36%
INFO  metric grt_remaining_overflow = 0
INFO  metric io-pin-count = 19
INFO  metric groute.usage.overall = 11.3%
INFO  metric dp_slack = roughly 3600 ps
INFO  metric p_leak = 10.4 nW
INFO  metric area_of_the_mapped_netlist = 19300 um^2
INFO  metric max-cap-violations = 0
INFO  metric ir_drop = 0.151 mV
INFO  metric met2WireLength = 15.5 mm
INFO  metric timing_worst_slew_pin_value = 894 ps
INFO  metric power_per_cell_area = ~240 nW/um^2
INFO  metric gp_congestion = 0.888
INFO  metric cp-endpoint = sum3_d[12]$_DFF_P_
INFO  metric grt_first_pass_wirelength = ~58 mm
INFO  metric timing.max_slew.rel_slack = 40.4%
INFO  metric post_synth_fa_ha_maj_area_fraction = 23.4%
INFO  metric synth_sequential_area_ratio = between 40% and 50%
INFO  metric drtPass1Iterations = 4
INFO  metric report.final.setup_viol = 0
INFO  metric numPortBuffers = 18
INFO  metric detail_route.iter0.violations = ~530
INFO  metric power_frac_comb = between 20 and 25%
INFO  metric core.rowCount = 92
INFO  metric clockPowerShare = around 36%
INFO  metric top_logic_kind = adder cells
INFO  metric timing.final.hold_violations = 0
INFO  metric cts_setup_buffers = 0
INFO  metric power.net_switching = around 1.5 mW
INFO  metric wl = 34.8 mm
INFO  metric die_height = 255 um
INFO  metric cts.path.max_buffers = 3
INFO  metric worst_setup_hold_path_clk_slew = around 60 ps
INFO  metric synth-edff-count = 0
INFO  metric cts_max_level = 2
INFO  metric final-comb-area = 9560 um^2
INFO  metric grt_start_max_net_pins = between 90 and 100
INFO  metric hpwl = roughly 26 mm
INFO  metric chipArea = roughly 65000 um^2
INFO  metric regToRegSetupSlack = about 3600 ps
INFO  metric topRoutingLayerUsed = met5
INFO  metric launch_point_of_the_worst_path = sum_d[1][5]$_DFF_P_
INFO  metric yosys-stat-cells = ~1900
INFO  metric worst_clock_skew = around 22 ps
INFO  metric clkSinkCount = around 400
INFO  metric stage_log_warnings = 30
INFO  metric yosys.area_share.aoi = slightly above 7%
INFO  metric post_cts_resized = 0
INFO  metric initial_core_util = approximately 30%
INFO  metric avgViaCountPerCell = approximately 4.2
INFO  metric regArea = just over 8000 um^2
INFO  metric maximum_fanout_along_the_worst_path = 6
INFO  metric floorplan.die.width = approximately 260 um
INFO  metric met1_length = roughly 17 mm
INFO  metric cts_tree = built
INFO  metric rsz0062_at_grt = no
-- flip-flops by register name, summed over array words and instances (netlist names) --
register,cells
prod_d,168
register,112
sum3_d,14
sum_d,117
-- power groups by stage --
stage / clock, mW / sequential [mW] / combinational, mW
5_1_grt: 2.05 / 2.25 / 1.31
4_1_cts: 1.97 / 2.24 / 1.16
6_report: 1.91 / 2.24 / 1.13
-- metrics by stage --
stage / utilization, % / cells / hold slack (ps) / area (um^2)
2_1_floorplan: - / 1867 / 310 / 19300
3_3_place_gp: 32.2 / 2695 / 310 / 20400
3_5_place_dp: 32.2 / 2695 / 312 / 20400
4_1_cts: 34.3 / 2771 / 322 / 21700
5_1_grt: 34.3 / 2771 / 319 / 21700
6_report: 34.3 / 2772 / 323 / 21700
-- layout make-up --
type | instances | share of cell area [%]
multi-input combinational | 1067 | 44.0
sequential | 411 | 37.8
inverter | 351 | 6.06
clock inverter | 13 | 0.668
antenna | 1 | 0.0115
timing repair buffer | 20 | 0.950
tap | 846 | 4.87
clock buffer | 63 | 5.62
-- worst max-delay path, stage by stage, from the launching register on --
cell	delay, ps
sky130_fd_sc_hd__dfxtp_1	320
sky130_fd_sc_hd__inv_1	60
sky130_fd_sc_hd__fa_1	530
sky130_fd_sc_hd__inv_1	50
sky130_fd_sc_hd__fa_1	500
sky130_fd_sc_hd__fa_1	540
sky130_fd_sc_hd__inv_1	50
sky130_fd_sc_hd__fa_1	530
sky130_fd_sc_hd__inv_1	40
sky130_fd_sc_hd__ha_1	320
sky130_fd_sc_hd__and4b_1	200
sky130_fd_sc_hd__a221oi_2	480
sky130_fd_sc_hd__o21ai_4	170
sky130_fd_sc_hd__a21oi_2	220
sky130_fd_sc_hd__o21ai_1	110
sky130_fd_sc_hd__xor2_1	150
-- cell families after synthesis --
logic type | Yosys count
multiplexers | 113
buffers and inverters | 389
flip-flops | 411
AND-OR/OR-AND | 221
adder cells (fa/ha/maj) | 287
AND/OR/NAND/NOR | 329
XOR/XNOR | 117
-- synthesized netlist by cell type (all sizes together), types with 10 or more instances --
cell type | number | area [um^2]
a21o | 24 | 180
a21oi | 94 | 478
buf | 12 | 58.8
clkbuf | 26 | 97.6
dfxtp | 411 | 8230
fa | 122 | 2440
ha | 165 | 2060
inv | 351 | 1320
mux2i | 113 | 1130
nand2 | 47 | 176
nand3 | 10 | 50.1
nor2 | 182 | 683
nor2b | 22 | 138
nor3 | 22 | 110
o21a | 10 | 75.1
o21ai | 40 | 211
xnor2 | 83 | 727
xor2 | 34 | 298
-- cells in the final DEF (no fill, tap or decap), drive strengths merged, types with 4 or more instances in the layout --
cell type,netlist,layout
fa,122,122
a211oi,4,4
o41ai,4,4
nand3,10,10
a21boi,4,4
o21ai,40,40
xnor2,83,83
nand4,4,4
dfxtp,411,411
clkinv,0,6
xor2,34,34
buf,12,4
nor3,22,22
o21bai,6,6
mux2i,113,113
clkdlybuf4s50,0,16
nand2,47,47
nor2,182,182
or4,6,6
or3,8,8
and3,5,5
a21oi,94,94
ha,165,165
nor2b,22,22
o211ai,7,7
nand2b,5,5
a21o,24,24
o21a,10,10
nand3b,7,7
clkbuf,26,63
inv,351,353
-- how the worst min path moves through the flow --
stage	cells after the start	endpoint	from
after CTS	0	sum_d[8][4]$_DFF_P_	prod_d[14][4]$_DFF_P_
after global routing	0	sum_d[8][4]$_DFF_P_	prod_d[14][4]$_DFF_P_
final	0	sum_d[4][0]$_DFF_P_	prod_d[6][0]$_DFF_P_
-- layer usage --
layer,global-route usage (%),vias up
li1,-,6007
met1,16.2,5478
met2,17.5,191
met3,2.86,58
met4,2.66,2
met5,0,-
No activity file was given, so power comes from the tool's default toggle rates.
