**flow/run.sh**
```bash
#!/bin/bash
# OpenROAD 26Q1-2900-gdf79404cd8, Yosys 0.63+post, stock flow scripts
make -C /OpenROAD-flow-scripts/flow DESIGN_CONFIG=/design/flow/config.mk WORK_HOME=/design/flow/orfs finish
```
**flow/config.mk**
```make
export PLATFORM = sky130hd
export DESIGN_NAME = fir_filter
export DESIGN_NICKNAME = fir_filter
export VERILOG_FILES = /design/flow/design.v
export SDC_FILE = /design/flow/constraint.sdc
export NUM_CORES = 4
export LEC_CHECK = 1
export CORE_UTILIZATION = 30
```
**flow/constraint.sdc**
```tcl
current_design fir_filter

set clk_period 9.1
set clk_io_pct 0.2

create_clock -name clk0 -period $clk_period [get_ports {clk}]

set non_clock_inputs [all_inputs -no_clocks]
set_input_delay [expr $clk_period * $clk_io_pct] -clock clk0 $non_clock_inputs
set_output_delay [expr $clk_period * $clk_io_pct] -clock clk0 [all_outputs]
```
**flow/design.v**
```verilog
module fir_filter
#(
	parameter WW_INPUT = 8,  
	parameter WW_OUTPUT = 8
)
(
	input clk,
	input i_en,
	input i_srst,
	input signed [WW_INPUT-1:0] i_is_data,
	input i_is_dv,
	output o_is_rfd,
	output signed [WW_OUTPUT-1:0] o_os_data,
	output o_os_dv,
	input i_os_rfd
);
	localparam WW_COEFF = 8;
	wire internal_en;
	reg  signed [WW_INPUT -1:0] register [3:1];  
	wire signed [WW_COEFF-1:0] coeff [3:0];  
	wire signed [WW_INPUT+WW_COEFF-1:0] prod [3:0];  
	wire signed [WW_INPUT+WW_COEFF-1:0] sum [3:1];  
	assign internal_en = i_os_rfd & i_is_dv & i_en;
	assign coeff[0] = 8'b1000_0000;
	assign coeff[1] = 8'b0100_0000;
	assign coeff[2] = 8'b1110_0000;
	assign coeff[3] = 8'b0001_0000;
	always @(posedge clk) begin
		if (i_srst == 1'b1) begin
			register[1] <= {WW_INPUT{1'b0}};
			register[2] <= {WW_INPUT{1'b0}};
			register[3] <= {WW_INPUT{1'b0}};
		end else begin
			if (internal_en == 1'b1) begin
				register[1] <= i_is_data;
				register[2] <= register[1];
				register[3] <= register[2];
			end
		end
	end
	assign prod[0] = coeff[0] * i_is_data;
	assign prod[1] = coeff[1] * register[1];
	assign prod[2] = coeff[2] * register[2];
	assign prod[3] = coeff[3] * register[3];
	assign sum[1] = prod[0] + prod[1];
	assign sum[2] = sum[1] + prod[2];
	assign sum[3] = sum[2] + prod[3];
	assign o_os_data = sum[3][WW_COEFF+WW_INPUT-1-:WW_OUTPUT];
	assign o_os_dv = 1'b1;
	assign o_is_rfd = 1'b1;
endmodule
```
==> impl_table.tex <==
% Auto-generated results table
\begin{tabular}{lr}
\hline
Metric & Value \\
\hline
\multicolumn{2}{l}{\textbf{STA}} \\
Worst Skew & 0.855 ps \\
Pins over their slew limit & 0 \\
Pin slew with the least headroom to its limit & 792 ps \\
Tightest slew margin relative to the limit & 0.472 \\
Final worst path period need & 7590 ps \\
Final WS setup & 1510 ps \\
FMAX & 132 MHz \\
Tcrit/Tclk final & 0.834 \\
\# setup viols final & 0 \\
Setup repair after global routing missed its margin & no \\
Total Neg Setup Slack & 0 ps \\
Hold violation count in the final report & 0 \\
\multicolumn{2}{l}{\textbf{Drt}} \\
Via-to-Cell Ratio & 4.48 \\
Ant. Diodes & 0 \\
Post-DR wirelength/cell & 10.8 um \\
Final ANT Viol Nets & 0 \\
Drt first pass iters & 4 \\
Number of DRC markers in iteration 0 & 25 \\
DRC violations left & 0 \\
Number of vias after detailed routing & 1469 \\
Wire length after detailed routing & 3550 um \\
\multicolumn{2}{l}{\textbf{Setup path}} \\
Critical path required time & 7280 ps \\
Capturing element type of the critical path & output pin \\
Peak fanout along the critical path & 5 \\
Crit path DAT & 5770 ps \\
Critical path class & primary input to output pin \\
Critical Path Source Type & primary input \\
\multicolumn{2}{l}{\textbf{CTS}} \\
\# hold bufs at CTS & 0 \\
Num Clock Sinks & 23 \\
Clock-pin slew reported for the worst setup and hold paths after clock tree synthesis & 80 ps \\
Buffer count from post-CTS setup fixing & 0 \\
CTS Buffer Depth & 2 \\
Number of buffers added by the clock tree synthesis step & 3 \\
Buffer cell driving the clock tree root & sky130\_fd\_sc\_hd\_\_clkbuf\_8 \\
Total number of H-tree levels & 1 \\
Clock insertion delay at the later pin of the skew report & 260 ps \\
Number of gates resized after CTS & 0 \\
TritonCTS clock tree & built \\
\multicolumn{2}{l}{\textbf{Yosys}} \\
Number of enable flip-flop cells & 0 \\
Synth top cell by count & sky130\_fd\_sc\_hd\_\_nand2\_1 \\
Gate Count Post-Synth & 235 \\
Main flop type after synthesis & sky130\_fd\_sc\_hd\_\_dfxtp\_1 \\
Yosys stat cell total & 235 \\
Yosys warnings & 2 \\
Register bit count reported by yosys & 23 \\
Async S/R FF share, synth & 0 \\
Post-synth seq share & 0.243 \\
Fraction of synthesized cell area taken by the top area cell type & 0.243 \\
Total standard cell area after synthesis & 1900 um\^{}2 \\
Post-synth area hogs & sky130\_fd\_sc\_hd\_\_dfxtp\_1 (24\%), sky130\_fd\_sc\_hd\_\_fa\_1 (19\%), sky130\_fd\_sc\_hd\_\_nand2\_1 (10\%), sky130\_fd\_sc\_hd\_\_xnor2\_1 (7.9\%), sky130\_fd\_sc\_hd\_\_inv\_1 (6.7\%) \\
Syn Area/Cell & 8.07 um\^{}2 \\
Leading cell types by count after synthesis & sky130\_fd\_sc\_hd\_\_nand2\_1 (51), sky130\_fd\_sc\_hd\_\_inv\_1 (34), sky130\_fd\_sc\_hd\_\_a21oi\_1 (25), sky130\_fd\_sc\_hd\_\_dfxtp\_1 (23), sky130\_fd\_sc\_hd\_\_fa\_1 (18) \\
YS chip area & 1900 um\^{}2 \\
Library cell occupying the most area in the post-synthesis netlist & sky130\_fd\_sc\_hd\_\_dfxtp\_1 \\
Number of distinct library cells after synthesis & 37 \\
\multicolumn{2}{l}{\textbf{Finish}} \\
Layout cell share with drive strength beyond 1 & 0.0435 \\
Area growth, synth to finish & 16.8\% \\
Number of flip-flops in the largest register & 23 \\
Top flop regs & register (23) \\
Largest register by flop count & register \\
Fill count & 628 \\
\multicolumn{2}{l}{\textbf{Run status}} \\
Result of the run & complete, no violations \\
\multicolumn{2}{l}{\textbf{GRT}} \\
Global-route wire length before repair & 6550 um \\
Antenna violations before repair & 0 \\
Grt ovf & 0 \\
Overall routing resource usage & 0.129 \\
Pin count of the biggest net entering global routing & 24 \\
Via count of the first global-routing pass & 1474 \\
\multicolumn{2}{l}{\textbf{Die}} \\
Y dimension of the die & 81.5 um \\
Floorplan Utilization & 0.316 \\
Ports placed on the boundary & 23 \\
Full die area & 6640 um\^{}2 \\
Count of standard-cell rows & 28 \\
Die x size & 81.5 um \\
Core footprint & 5990 um\^{}2 \\
\multicolumn{2}{l}{\textbf{Run}} \\
Max capacitance violation total & 0 \\
Tool warning count & 25 \\
\multicolumn{2}{l}{\textbf{Pwr}} \\
Power per cell area & 110 nW/um\^{}2 \\
Overall power & 0.000243 W \\
Max IR drop VDD & 0.0601 mV \\
Static Leakage & 0.870 nW \\
\multicolumn{2}{l}{\textbf{Hold path}} \\
Kind of path behind the tightest hold check & flop to flop \\
\multicolumn{2}{l}{\textbf{Place}} \\
Worst-case setup slack after placement & 1460 ps \\
HPWL after detailed placement & 2890 um \\
Port-buffer cells & 20 \\
Gp weighted congestion & 0.928 \\
\hline
\end{tabular}
cell type report:
cell class	count	area [um^2]	area share
multi-input combinational	170	1270	0.574
sequential	23	460	0.208
timing repair buffer	22	215	0.0972
inverter	34	128	0.0577
tap	75	93.8	0.0424
clock buffer	3	41.3	0.0187
clock inverter	1	5.00	0.00226
power breakdown:
part	internal, W	switching [W]	leakage, nW
registers	0.000102	0.00000184	0.186
logic	0.0000418	0.0000341	0.659
clock network	0.0000306	0.0000331	0.0255
cells in the final DEF (no fill, tap or decap), types with 2 or more instances in the layout:
cell,n
sky130_fd_sc_hd__a211oi_1,2
sky130_fd_sc_hd__a21oi_1,25
sky130_fd_sc_hd__buf_4,2
sky130_fd_sc_hd__clkbuf_8,3
sky130_fd_sc_hd__clkdlybuf4s50_1,20
sky130_fd_sc_hd__conb_1,2
sky130_fd_sc_hd__dfxtp_1,23
sky130_fd_sc_hd__fa_1,18
sky130_fd_sc_hd__ha_1,9
sky130_fd_sc_hd__inv_1,34
sky130_fd_sc_hd__nand2_1,51
sky130_fd_sc_hd__nor2_1,10
sky130_fd_sc_hd__nor2b_1,2
sky130_fd_sc_hd__nor3_1,4
sky130_fd_sc_hd__nor4_2,2
sky130_fd_sc_hd__o21ai_0,4
sky130_fd_sc_hd__xnor2_1,17
sky130_fd_sc_hd__xor2_1,4
routing by layer:
| layer | share of wire | vias to the layer above | global-route usage | routed length [um] |
|---|---|---|---|---|
| met4 | 0.010 | 0 | 0.0179 | 36 |
| met3 | 0.039 | 4 | 0.0135 | 138 |
| met1 | 0.52 | 658 | 0.204 | 1860 |
| met2 | 0.43 | 27 | 0.201 | 1520 |
| met5 | 0 | - | 0 | 0 |
| li1 | - | 780 | - | - |
metrics by stage:
step | hold WS (ps) | util | instances | instance area, um^2
after CTS | 460 | 0.369 | 328 | 2210
after global routing | 474 | 0.369 | 328 | 2210
after global placement | 439 | 0.362 | 324 | 2170
after floorplan | 432 | - | 236 | 1900
final | 459 | 0.369 | 328 | 2210
after detailed placement | 448 | 0.362 | 324 | 2170
path summary, 6_finish.rpt:
kind / from / end / slack [ps] / cells past startpoint
worst max-delay path: i_is_data[0] / o_os_data[7] / 1510 / 15
worst min-delay path: register[3][3] / register[3][3] / 460 / 2
worst max register to register: register[3][7] / register[3][7] / 8300 / 2
worst min register to register: register[3][3] / register[3][3] / 460 / 2
worst max-delay path: stages:
cell and delay, ps:
sky130_fd_sc_hd__clkdlybuf4s50_1 600, sky130_fd_sc_hd__inv_1 90, sky130_fd_sc_hd__ha_1 250, sky130_fd_sc_hd__xnor2_1 160
sky130_fd_sc_hd__fa_1 510, sky130_fd_sc_hd__inv_1 50, sky130_fd_sc_hd__fa_1 490, sky130_fd_sc_hd__inv_1 40
sky130_fd_sc_hd__ha_1 330, sky130_fd_sc_hd__nor2b_1 140, sky130_fd_sc_hd__o21ai_0 210, sky130_fd_sc_hd__a21oi_1 130
sky130_fd_sc_hd__o31ai_1 320, sky130_fd_sc_hd__xnor2_1 160, sky130_fd_sc_hd__clkdlybuf4s50_1 470
cell families after synthesis:
kind of cell	synth area share
and+or+nand+nor	0.202
buffers and inverters	0.0891
AOI/OAI and AO/OA	0.118
adders and majority gates	0.250
DFF	0.243
xor gates and xnor gates	0.0970
other	0.00198
Power figures rest on the tool's default switching activity, not on a simulated workload.
